[run.sh]
#!/bin/bash
# OpenROAD 26Q1-2900-gdf79404cd8, Yosys 0.63+post, stock flow scripts
make -C /OpenROAD-flow-scripts/flow DESIGN_CONFIG=/design/flow/config.mk WORK_HOME=/design/flow/orfs finish
[config.mk]
export PLATFORM = sky130hd
export DESIGN_NAME = PatternDetecterMiter
export DESIGN_NICKNAME = PatternDetecterMiter
export VERILOG_FILES = /design/flow/design.v
export SDC_FILE = /design/flow/constraint.sdc
export NUM_CORES = 4
export LEC_CHECK = 1
export CORE_AREA = 10 10 71 71
export DIE_AREA = 0 0 81 81
[constraint.sdc]
current_design PatternDetecterMiter

set clk_period 1.4
set clk_io_pct 0.2

create_clock -name clk0 -period $clk_period [get_ports {clk}]

set non_clock_inputs [all_inputs -no_clocks]
set_input_delay [expr $clk_period * $clk_io_pct] -clock clk0 $non_clock_inputs
set_output_delay [expr $clk_period * $clk_io_pct] -clock clk0 [all_outputs]
[design.v]
module PatternDetecterMiter(z, clk,in,reset);
	input clk, in, reset;
	output z;
	wire state_out, register_out;
	machine_a State (state_out, clk, in, reset);
	machine_b Register(register_out, clk, in, reset);
	xor xTop (t1, state_out, register_out);
	xor xBot (b1, state_out, register_out);
	or or1(z, t1, b1);
endmodule
module machine_a(z, clk, in, reset);
	input clk, in, reset;
	output z;
	reg [3:0] state, next;
	reg z;
	parameter A0 = 4'd0;
	parameter B01 = 4'd1;
	parameter B010 = 4'd2;
	parameter B0100 = 4'd3;
	parameter B01000 = 4'd4;
	parameter C00 = 4'd5;
	parameter C001 = 4'd6;
	parameter C0010 = 4'd7;
	parameter D11 = 4'd8;
	always @ (negedge clk) begin
		if(!reset)
			state <= A0;
		else
			state <= next;
	end
	always @ (state or in or next) begin
		case (state)
			default:begin
				next = state;
				z = 0;
			end
			A0:begin
				z = 0;
				if(!in) next = C00;
				else next = B01;
			end
			B01:begin
				z = 0;
				if(!in) next = B010;
				else next = D11;
			end
			B010:begin
				z = 0;
				if(!in) next = B0100;
				else next = B01;
			end
			B0100:begin
				z = 0;
				if(!in) next = B01000;
				else next = C001;
			end
			B01000:begin
				z = 1;
				if(!in) next = C00;
				else next = C001;
			end
			C00:begin
				z = 0;
				if(!in) next = C00;
				else next = C001;
			end
			C001:begin
				z = 0;
				if(!in) next = C0010;
				else next = D11;
			end
			C0010:begin
				z = 1;
				if (!in) next = C00;
				else next = B01;
			end
			D11:begin
				z = 0;
				if(!in) next = A0;
				else next = D11;
			end
		endcase
	end
endmodule
module machine_b(z, clk, in, reset);
	input clk, in, reset;
	output z;
	reg [4:0] shift_reg;
	reg z;
	always @ (negedge clk)
		if (!reset) begin
			shift_reg[4:0] = 5'b00000;
		end
		else begin
			shift_reg[0] = shift_reg[1];
			shift_reg[1] = shift_reg[2];
			shift_reg[2] = shift_reg[3];
			shift_reg[3] = shift_reg[4];
			shift_reg[4] = in;
			if ((shift_reg[4:0] == 5'b00010) || 
			   (shift_reg[4:0] == 5'b00100) ||
			   (shift_reg[4:0] == 5'b10100) ||
			   (shift_reg[4:0] == 5'b01001) ||
			   (shift_reg[4:0] == 5'b01000))
				z = 1;
			else
				z = 0;
		end
endmodule
==> notes.md <==
Figures from the flow reports.

Outcome:
- The flow ran to the end, but the final reports show violations.
- The final reports fail on setup timing.

Setup path:
- In the setup report, the worst path falls into the class flop to primary output.
- The run puts the data arrival time at the worst-slack endpoint at between 1.5 and 2 ns.
- STA classifies the critical path endpoint as a primary output.
- STA lists the maximum fanout along the critical path as 2.
- The required time at the worst endpoint is listed as 1.12 ns.
- STA classifies the critical path startpoint as a flop.

Cells and area:
- The run gives the share of post-route cells with drive strength above 1 as between 20% and 30%.
- The run gives the layout filler cell count as between 400 and 500.
- The run gives the logic area as between 150 and 200 um2.
- The run puts the footprint of the flip-flops and latches at 293 um2.
- The run gives the share of the core filled with cells in the final layout as 18.5%.
- The register with the most flip-flops in the layout has 9 of them.
- The flow measured a signed area growth from synthesis to layout of 46.2%.
- The run gives the final instance area as around 670 um2.
- The run puts the final non-filler cell total at 113.

Yosys:
- The run puts the post-synthesis share of cell area spent on full adders, half adders and majority gates at 0%.
- The run gives the cell count listed in synth_stat.txt as ~42.
- The run puts the XOR/XNOR share of the synthesized area at roughly 1.9%.
- A synthesized cell averages ~11 um2.
- The run gives the warning count from the yosys run as 4.
- The run puts the distinct cell type count after synthesis at 17.
- The run puts the share of cell area taken by muxes after synthesis at 2.17%.
- Among all flip-flop cells after synthesis, the most frequent one is dfxtp_1.
- The run gives the number of storage elements in the synthesis netlist as 14.
- The run puts the synthesis area per yosys at between 400 and 500 um2.
- The cell count after synthesis came out at about 42.
- The mapped netlist covers 460 um2.
- The run puts the share of async-settable or async-resettable flops after synthesis at 0%.
- After synthesis, the largest family of logic cells by area is simple AND/OR/NAND/NOR gates.
- The run gives the count of flip-flops with a built-in enable after synthesis as 1.
- Of the synthesized area, sequential elements account for between 60% and 70%.
- In this run, the synthesized area fraction spent on AND-OR/OR-AND gates is recorded as 6.79%.
- The run puts the basic-gate share of the synthesized area counting and, or, nand and nor cells at between 20% and 30%.

Placement:
- The run puts the standard cell area after detailed placement at ~580 um2.
- The run gives the number of port buffers as 3.
- In this run, placement finished with an instance count of about 96.
- According to the dpl log, the detail-placed design has an HPWL of 538 um.
- The run puts the post-place setup slack at -0.596 ns.
- The run puts the final weighted congestion of routability-driven global placement at ~0.76.

Final timing:
- The most critical hold endpoint after final layout shows a slack of 0.456 ns.
- The run puts the count of endpoints failing setup in the final report at 1.
- The max-slew check reports its worst relative slack as 82.6%.
- The run gives the slew at the pin closest to its max-slew limit as 0.261 ns.
- The run gives the sum of negative setup slack as -0.520 ns.
- The run puts the worst-case setup margin in the final layout at -0.520 ns.
- The run gives the final hold violation count as 0.
- The final max-slew violation count recorded for this run is 0.
- The run gives the final clock skew as about 0.0072 ns.
- Setup repair after global routing could not meet its margin everywhere.

Die:
- The die is 81 um tall.
- After floorplanning, the core was sized to cover ~3600 um2.
- In this run the full chip footprint comes out at 6560 um2.
- The run gives the number of rows created at floorplan as 22.
- The run gives the x dimension of the die as approximately 81 um.
- The run gives the initial cell density of the core as between 10% and 20%.
- According to the I/O placement log, the pin count is 4.

Run:
- The run puts the number of max-cap violations at 0.
- The run gives the total number of warnings across the stage logs as 42.

Routing:
- The run puts the post-detailed-routing wire length at around 790 um.
- After the first detailed-routing iteration, the DRC count stood at 15.
- The run puts the number of iterations in the first detailed-routing pass at 4.
- In the routed netlist, the antenna diode instances number 0.
- The run puts the detail-routed net length per standard cell at 7.02 um.
- The run puts the number of routed nets with antenna violations at 0.
- The run gives the overall via count from detail_route as approximately 340.
- The run puts the post-detailed-route via-to-cell ratio at between 2 and 3.
- The run gives the number of remaining DRC errors as 0.

Global route:
- The run puts the number of antenna violations at the first check in global routing at 0.
- The via count of the first global-routing pass came to approximately 380.
- Entering global routing, the biggest net connects 9 pins.
- The run gives the global route total overflow as 0.
- The run gives the global-route wire length before repair as 1350 um.
- The run puts the aggregate global-route resource usage at about 2.5%.

Clocking:
- The number of clock sinks came to 14.
- Looking at the clock tree report, the maximum root-to-sink buffer count equals 2.
- The run gives the maximum level of the CTS H-tree as 1.
- The run puts the insertion delay of the later-clocked pin in the worst-skew pair at slightly above 0.3 ns.
- The run puts the clock transition at the registers of the reported paths at 0.03 ns.
- Post-CTS timing repair inserted 0 buffers for setup.
- The run gives the clock tree from TritonCTS as yes.
- The run gives the post-cts hold-fix buffer tally as 0.
- The run gives the total clock buffers created by CTS as 3.
- Looking at the clock tree report, the root buffer type is clkbuf_8.

Min path:
- The run gives the worst hold path class as flop to flop.

Power and ir drop:
- The run puts the overall power of the completed layout at 0.954 mW.
- The run gives the power density over the cells as ~1400 nW/um2.
- The run puts the leakage power at about 0.31 nW.
- Looking at the VDD voltage map, the peak drop is between 0.0002 and 0.0003 V.
==> metal layers <==
metal	global-route usage [%]	routed length (um)	up-vias
li1	-	-	184
met1	2.44	388	149
met2	3.26	345	5
met3	2.23	59	0
met4	2.08	0	0
met5	0	0	-
==> synth_stat cells (2+ instances only) <==
| master | n | share of area (%) |
|---|---|---|
| and2_1 | 7 | 9.5 |
| dfxtp_1 | 13 | 57 |
| inv_1 | 2 | 1.6 |
| nor3_1 | 3 | 3.3 |
| nor2_1 | 5 | 4.1 |
==> cell usage in the layout (no fill, tap or decap), drive strengths merged <==
| cell type | synthesis | final |
|---|---|---|
| nor2b | 1 | 1 |
| and2 | 7 | 7 |
| clkinv | 1 | 1 |
| a21boi | 1 | 1 |
| mux2i | 1 | 1 |
| nand2 | 1 | 1 |
| edfxtp | 1 | 1 |
| clkbuf | 0 | 3 |
| o21ai | 1 | 1 |
| buf | 0 | 4 |
| xnor2 | 1 | 1 |
| dfxtp | 13 | 13 |
| nor2 | 6 | 6 |
| inv | 2 | 15 |
| o31ai | 1 | 1 |
| o21a | 1 | 1 |
| nand3b | 1 | 1 |
| nor3 | 3 | 3 |
| dlygate4sd2 | 0 | 2 |
| clkinvlp | 0 | 1 |
==> power by group <==
part	total (mW)	switching, mW	internal (mW)	leakage (nW)
combinational	0.0432	0.0201	0.0231	0.0929
clock	0.482	0.234	0.248	0.0962
sequential	0.428	0.00738	0.421	0.117
==> worst max-delay path: stages (launching register included) <==
cell,delay [ns]
dfxtp_2,0.31
nor2_2,0.10
xnor2_1,0.11
buf_2,0.11
==> final timing paths <==
check                                           start        endpoint  slack [ns]  depth (start not counted)
worst max-delay path                   State.state[8]               z       -0.52                          3
worst min-delay path                   State.state[7]  State.state[2]        0.46                          1
worst max register to register  Register.shift_reg[2]      Register.z        0.46                          2
worst min register to register         State.state[7]  State.state[2]        0.46                          1
==> area by class of cell <==
cell class	instances	area share, %
inverters	2	1.12
repair buffers	6	6.69
clock inverters	15	8.55
flip-flops and latches	14	43.5
clock buffers	3	6.13
well taps	48	8.92
multi-input cells	25	25.1
==> repair_timing <==
action | CTS | global route
setup endpoints to repair | 16 | 2
pin swaps | 3 | 2
cloned | 0 | 0
gates resized | 6 | 2
==> cell families after synthesis <==
logic type,Yosys count
xor+xnor,1
compound gates,4
simple gates,19
mux,1
buf+inv,3
flops,14
Power is estimated from default activity; no workload was simulated.
