==> /design/flow/design.v <==
module VendingMachine (clk,reset,serialIn,product,buy, digit0,digit1);
	input clk, reset, serialIn, buy;
	input [1:0] product;
	output [6:0] digit0, digit1;
	wire penny, nickel, dime, quarter, apple, banana, carrot, date, error;
	wire [7:0] credit;
	coinSensor CS(clk, reset, serialIn, penny, nickel, dime, quarter);
	purchaseMngr PM(clk, buy, product, credit, apple, banana, carrot, date, error);
	piggyBank PB(clk, reset, penny, nickel, dime, quarter, apple, banana, carrot, date, credit);
	sevenSegDispMngr SSDM(clk, reset, apple, banana, carrot, date, error, credit,digit1, digit0);
endmodule
module coinSensor(clk, reset, serialIn, penny, nickel, dime, quarter);
	input  clk, reset, serialIn;
	output penny, nickel, dime, quarter;
	reg    penny, nickel, dime, quarter;                 
	reg [4:0] shift_reg;
	always @ (negedge clk) begin
		if ( penny || nickel || dime || quarter )
			shift_reg[4:0] = 5'b11111;
		if (!reset) begin
			shift_reg[4:0] = 5'b11111;
			penny 	= 0;
			nickel 	= 0;
			dime 	= 0;
			quarter = 0;
		end
		else begin
			shift_reg[4] = shift_reg[3];
			shift_reg[3] = shift_reg[2];
			shift_reg[2] = shift_reg[1];
			shift_reg[1] = shift_reg[0];
			shift_reg[0] = serialIn;
		end
	end
	always @ (posedge clk) begin
		if ( penny || nickel || dime || quarter ) begin
			penny 	= 0;
			nickel 	= 0;
			dime 	= 0;
			quarter = 0;
		end
		if      (shift_reg[3:0] == 4'b0100)
			penny   = 1;
		else if (shift_reg[4:0] == 5'b00010)
			nickel  = 1;
		else if (shift_reg[4:0] == 5'b01110)
			dime    = 1;
		else if (shift_reg[4:0] == 5'b01010)
			quarter = 1;
	end
endmodule
module piggyBank(clk, reset, penny, nickel, dime, quarter, apple, banana, carrot, date, credit);
	input 	clk, reset, penny, nickel, dime, quarter, apple, banana, carrot, date;
	reg 	reset1, penny1, nickel1, dime1, quarter1, apple1, banana1, carrot1, date1;
	output 	[7:0] credit;
	reg 	[7:0] credit;
	always @ (negedge clk) begin
		reset1	 = 0;
		penny1	 = 0;
		nickel1  = 0;
		dime1 	 = 0;
		quarter1 = 0;
		apple1	 = 0;
		banana1  = 0;
		carrot1  = 0;
		date1 	 = 0;
		if 	(!reset)  reset1   = 1;
		if 	(penny)	  penny1   = 1;
		else if (nickel)  nickel1  = 1;
		else if (dime) 	  dime1    = 1;
		else if (quarter) quarter1 = 1;
		else if (apple)   apple1   = 1;
		else if (banana)  banana1  = 1;
		else if (carrot)  carrot1  = 1;
		else if (date)    date1    = 1;
	end
	always @ (posedge clk) begin
		if (reset1)
			credit[7:0] = 8'b00000000;
		if 	(penny1) begin
			if (credit > 8'b11111110)
				credit <= 8'b11111111;
			else
				credit <= credit + 1'b1;
		end
		else if (nickel1) begin
			if (credit > 8'b11111010)
				credit <= 8'b11111111;
			else
				credit <= credit + 3'b101;
		end
		else if (dime1) begin
			if (credit > 8'b11110101)
				credit <= 8'b11111111;
			else
				credit <= credit + 4'b1010;
		end
		else if (quarter1) begin
			if (credit > 8'b11100110)
				credit <= 8'b11111111;
			else
				credit <= credit + 5'b11001;
		end
		else if (apple1) begin
			if (credit < 7'b1001011)
				credit <= 8'b00000000;
			else
				credit <= credit - 7'b1001011;
		end
		else if (banana1) begin
			if (credit < 5'b10100)
				credit <= 8'b00000000;
			else
				credit <= credit - 5'b10100;
		end
		else if (carrot1) begin
			if (credit < 5'b11110)
				credit <= 8'b00000000;
			else
				credit <= credit - 5'b11110;
		end
		else if (date1) begin
			if (credit < 6'b101000)
				credit <= 8'b00000000;
			else
				credit <= credit - 6'b101000;
		end
	end
endmodule
module purchaseMngr(clk, buy, product, credit, apple, banana, carrot, date, error);
	input clk, buy;
	input [1:0] product;
	input [7:0] credit;
	output 	apple, banana, carrot, date, error;
	reg	apple, banana, carrot, date, error;
	reg	apple1, banana1, carrot1, date1, error1;
	always @ (negedge clk) begin
		if (buy) begin
			case( product )
			2'b00:
				if (credit >= 7'b1001011)
					apple1 <= 1;
				else
					error1 <= 1;
			2'b01:
				if (credit >= 5'b10100)
					banana1 <= 1;
				else
					error1 <= 1;
			2'b10:
				if (credit >= 5'b11110)
					carrot1 <= 1;
				else
					error1 <= 1;
			2'b11:
				if (credit >= 6'b101000)
					date1 <= 1;
				else
					error1 <= 1;
			endcase
		end
	end
	always @ (posedge clk) begin
		if (apple || banana || carrot || date || error) begin
			apple 	= 0; apple1 	= 0;
			banana 	= 0; banana1 	= 0;
			carrot 	= 0; carrot1 	= 0;
			date 	= 0; date1 	= 0;
			error 	= 0; error1 	= 0;
		end
		if 	(apple1)
			apple 	= 1;
		else if (banana1)
			banana 	= 1;
		else if (carrot1)
			carrot1 = 1;
		else if (date1)
			date 	= 1;
		else if (error1)
			error	= 1;
	end
endmodule
module sevenSegDispMngr (clk, reset, apple, banana, carrot, date, error, credit, digit1, digit0);
	input clk, reset, apple, banana, carrot, date, error;
	reg 	reset1, apple1, banana1, carrot1, date1, error1;
	input   [7:0] credit;
	output  [6:0] digit0, digit1;
	reg	[6:0] digit0, digit1;
	reg	[3:0] counter = 3'd5;
	always @ (negedge clk) begin
		if 	(!reset)  reset1   <= 1;
		else if (apple)   apple1   <= 1;
		else if (banana)  banana1  <= 1;
		else if (carrot)  carrot1  <= 1;
		else if (date)    date1    <= 1;
		else if (error)   error1   <= 1;
	end
	always @ (posedge clk) begin
		if (counter < 3'd5) begin
			if	(reset1) begin
				counter <= 3'd5;
				digit0 <= credit[3:0];
				digit1 <= credit[7:4];
				reset1 <= 0;
			end
			else if (apple1) begin
				digit0 <= 7'h4;
				digit1 <= 7'h8;
				apple1 <= 0;
			end
			else if (banana1) begin
				digit0 <= 7'h1;
				digit1 <= 7'h83;
				banana1 <= 0;
			end
			else if (carrot1) begin
				digit0 <= 7'h23;
				digit1 <= 7'h45;
				carrot1 <= 0;
			end
			else if (date1) begin
				digit0 <= 7'h10;
				digit1 <= 7'hA1;
				date1 <= 0;
			end
			else if (error1) begin
				digit0 <= 7'h3;
				digit1 <= 7'h5;
				error1 <= 0;
			end
			counter <= counter + 1'd1;
		end
		else if (counter == 5) begin
			digit0 <= credit[3:0];
			digit1 <= credit[7:4];
			if (apple1 || banana1 || carrot1 || date1 || error1)
				counter <= 3'd0;
		end
	end
endmodule
==> /design/flow/run.sh <==
#!/bin/bash
# OpenROAD 26Q1-2900-gdf79404cd8, Yosys 0.63+post, stock flow scripts
make -C /OpenROAD-flow-scripts/flow DESIGN_CONFIG=/design/flow/config.mk WORK_HOME=/design/flow/orfs finish
==> /design/flow/config.mk <==
export PLATFORM = sky130hd
export DESIGN_NAME = VendingMachine
export DESIGN_NICKNAME = VendingMachine
export VERILOG_FILES = /design/flow/design.v
export SDC_FILE = /design/flow/constraint.sdc
export NUM_CORES = 4
export LEC_CHECK = 1
export CORE_AREA = 10 10 83 83
export DIE_AREA = 0 0 93 93
==> /design/flow/constraint.sdc <==
current_design VendingMachine

set clk_period 2.8
set clk_io_pct 0.2

create_clock -name clk0 -period $clk_period [get_ports {clk}]

set non_clock_inputs [all_inputs -no_clocks]
set_input_delay [expr $clk_period * $clk_io_pct] -clock clk0 $non_clock_inputs
set_output_delay [expr $clk_period * $clk_io_pct] -clock clk0 [all_outputs]
==> flow_metrics.env <==
# yosys + openroad results
export IMPL_ant_nets=0
export IMPL_die_w_um=93
export IMPL_rr_startpoint="PB.reset1$_DFF_N_"
export IMPL_ff2ff_path_depth=5
export IMPL_critPathRequiredTime_ns=3.00
export IMPL_synthCells=93
export IMPL_routabilityCongestion=0.847
export IMPL_cp_end_kind="register"
export IMPL_switchingPower_w=0.000122
export IMPL_clock_skew_ns=0.0647
export IMPL_cts_max_level=1
export IMPL_synth_flop_count=24
export IMPL_drtIter0Drc=34
export IMPL_p_per_area_nw_per_um2=447
export IMPL_drive_gt1_frac=0.211
export IMPL_critPathMaxFanout=5
export IMPL_edf_count=12
export IMPL_grt_antenna_before_repair=0
export IMPL_violations="setup timing"
export IMPL_clock_power_share=0.354
export IMPL_top_area_cell="edfxtp_1"
export IMPL_viasPerCell=3.67
export IMPL_power_leakage_nw=0.489
export IMPL_fin_ws_ns=-0.122
export IMPL_ir_worst_vdd_mv=0.187
export IMPL_power_internal_w=0.000482
export IMPL_synthArstFlopShare=0
export IMPL_mappedNetlistArea_um2=1040
export IMPL_arrival_ns=3.12
export IMPL_min_to="PM.apple$_SDFFE_PN1P_"
export IMPL_tool_warnings=36
export IMPL_syn_avg_cell_area_um2=11.1
export IMPL_pwr_share_comb=0.029
export IMPL_pre_cts_slack_ns=-0.147
export IMPL_clock_path_buffers=2
export IMPL_crit_path_start_kind="register"
export IMPL_insertion_delay_ns=0.32
export IMPL_cts_root_buf="clkbuf_8"
export IMPL_grt_use_total=0.0374
export IMPL_r2r_slack_ns=-0.12
export IMPL_top_area_frac=0.348
export IMPL_hold_path_cell_count=1
export IMPL_design_core_area_um2=5140
export IMPL_portBuffers=9
export IMPL_cts_buffers=3
export IMPL_drt_drc_violations_left=0
export IMPL_fp_utilization=0.202
export IMPL_rr_endpoint="PB.credit[7]$_DFF_P_"
export IMPL_p_total_w=0.000604
export IMPL_die_y_um=93
export IMPL_vias=675
export IMPL_critical_path_class="reg2reg"
export IMPL_p_seq_frac=0.617
export IMPL_cts_tree="built"
export IMPL_tns_ns=-0.488
export IMPL_synthFlopType="edfxtp_1"
export IMPL_yosys_warnings=30
export IMPL_ys_cells=93
export IMPL_utilization=0.262
export IMPL_grt_setup_unrepaired="true"
export IMPL_setup_viol=7
export IMPL_synth_seq_share=0.580
export IMPL_wl_per_cell_um=9.34
export IMPL_io_pins=20
export IMPL_p_sw_frac=0.201
export IMPL_synth_cell_types=30
export IMPL_grt_overflow=0
export IMPL_grt_pass1_wl_um=2710
export IMPL_antennaDiodeCount=0
export IMPL_whs_ns=0.380
export IMPL_synth_area_top_cells="edfxtp_1, dfxtp_1, ha_1, buf_4, a21oi_1"
export IMPL_clkSlewWorstSetupHoldPaths_ns=0.08
export IMPL_maxCapViolCount=0
export IMPL_grt_start_max_net_pins=14
export IMPL_wl_um=1720
export IMPL_area_growth_pct=30.2
export IMPL_first_pass_iters=4
export IMPL_finalHoldViolCount=0
export IMPL_dieArea_um2=8650
export IMPL_top_cells_by_count="dfxtp_1, edfxtp_1, a21oi_1, inv_1, nor2_1"
export IMPL_rows=26
export IMPL_hpwlAfterDp_um=1240
export IMPL_yosys_area_um2=1040
export IMPL_hold_start="PM.error$_DFF_P_"
export IMPL_maxSlewViolCount=0
export IMPL_clock_sinks=24
export IMPL_first_global_vias=617
export IMPL_holdCritPathClass="reg2reg"
export IMPL_status="finished, violations left"
[state kept, by name, summed over array words and instances, names as in the netlist]
signal,count
PM.apple,1
SSDM.digit1,4
PB.reset1,1
SSDM.digit0,4
SSDM.counter,4
PB.apple1,1
PM.error,1
PB.credit,8
[cells in the final DEF, fill, tap and decap left out, drive strengths merged]
| master | n |
|---|---|
| ha | 4 |
| nand3b | 1 |
| a22oi | 2 |
| or3b | 1 |
| or2b | 1 |
| or4 | 1 |
| mux2 | 1 |
| inv | 9 |
| and3 | 1 |
| nor4bb | 1 |
| conb | 7 |
| nor2 | 7 |
| nand2b | 1 |
| o211ai | 2 |
| clkbuf | 4 |
| edfxtp | 12 |
| or2 | 1 |
| buf | 8 |
| nor3 | 2 |
| nand3 | 2 |
| dfxtp | 12 |
| xor2 | 1 |
| nand2 | 4 |
| o21ai | 5 |
| a21oi | 10 |
| xnor2 | 2 |
| clkdlybuf4s50 | 9 |
| nor2b | 3 |
[cell families after synthesis]
kind of cell,count (synthesis),share of synthesized area
and+or+nand+nor,26,0.136
DFF,24,0.580
AOI/OAI and AO/OA,19,0.120
buffers and inverters,15,0.0761
adders and majority gates,4,0.0483
xor gates and xnor gates,3,0.0254
other,1,0.00362
muxes,1,0.0109
[final cells by class]
class | instances | area, um^2
fillers | 555 | 3790
flip-flops and latches | 24 | 602
multi-input cells | 60 | 423
repair buffers | 17 | 158
well taps | 70 | 87.6
clock buffers | 4 | 45.0
inverters | 7 | 26.3
clock inverters | 2 | 7.51
[layer usage]
layer / wire length (um) / vias to the layer above / track usage
met2: 734 / 14 / 0.0555
met3: 124 / 2 / 0.0170
met5: 0 / - / 0
met4: 14 / 0 / 0.00514
met1: 844 / 310 / 0.0507
li1: - / 349 / -
[through the flow]
step | cell area, um^2 | instances
after floorplan | 1080 | 99
after global placement | 1250 | 177
after detailed placement | 1250 | 177
after CTS | 1310 | 183
after global routing | 1350 | 184
final | 1350 | 184
[power by group through the flow]
stage / registers, W / logic [W] / clock network, W
finish: 0.000372 / 0.0000176 / 0.000214
global route: 0.000373 / 0.0000192 / 0.000233
CTS: 0.000372 / 0.0000166 / 0.000218
[repair_timing]
item	CTS	global route
hold buffers	0	0
pin swaps	3	2
buffers inserted	1	1
setup endpoints to repair	7	7
resized	3	8
[worst max-delay path by stage]
| stage | endpoint | startpoint | depth (start not counted) | slack (ns) |
|---|---|---|---|---|
| 6_report | PB.credit[7]$_DFF_P_ | PB.reset1$_DFF_N_ | 5 | -0.12 |
| 5_1_grt | PB.credit[7]$_DFF_P_ | PB.reset1$_DFF_N_ | 5 | -0.20 |
| 4_1_cts | PB.credit[7]$_DFF_P_ | PB.reset1$_DFF_N_ | 5 | -0.13 |
[worst max-delay path, cell delays in order (launching register included)]
cell	delay [ns]
dfxtp_2	0.32
nor2b_1	0.12
ha_2	0.21
o21ai_4	0.09
or4_1	0.52
a21oi_1	0.13
