File: ./config.mk
export PLATFORM = sky130hd
export DESIGN_NAME = DAC
export DESIGN_NICKNAME = DAC
export VERILOG_FILES = /design/flow/design.v
export SDC_FILE = /design/flow/constraint.sdc
export NUM_CORES = 4
export LEC_CHECK = 1
export CORE_UTILIZATION = 40
File: ./constraint.sdc
current_design DAC

set clk_period 5.6
set clk_io_pct 0.2

create_clock -name clk0 -period $clk_period [get_ports {clk}]

set non_clock_inputs [all_inputs -no_clocks]
set_input_delay [expr $clk_period * $clk_io_pct] -clock clk0 $non_clock_inputs
set_output_delay [expr $clk_period * $clk_io_pct] -clock clk0 [all_outputs]
File: ./design.v
module DAC(add, clk, strobe, WR, Dout);
	input wire [11:0] add;
	input wire clk;
	input wire strobe;
	output reg WR;			 
	output reg [7:0] Dout;
	reg [7:0] Din = 8'b00000000;
	reg up = 1;
	reg [31:0] counter = 0;
	parameter starting =	2'b00;
	parameter pre_latch =	2'b01;
	parameter latch =	2'b10;
	parameter post_latch =	2'b11;
	reg [1:0] state = pre_latch;
	always @ (negedge clk) begin
		case (state)
			starting:
				begin
						state <= pre_latch;
						WR <= 1'b0;
				end
			pre_latch:
				begin
					if (counter == 200) begin					 
						counter <= 0;
						if (up == 1) begin
							Din <= Din + 1;
							if (Din == 8'b11111110) begin
								up <= 0;
							end
						end
						else begin
							Din <= Din - 1;
							if (Din == 8'b00000001)	begin
								up <= 1;
							end
						end
					end
					else begin
						counter <= counter + 1;
					end
					state <= latch;
				end
			latch:
				begin
					Dout <= Din;
					state <= post_latch;
				end
			post_latch:
				begin
					WR <= 1'b1;
					state <= pre_latch;
				end
		endcase
	end
endmodule
File: ./run.sh
#!/bin/bash
# OpenROAD 26Q1-2900-gdf79404cd8, Yosys 0.63+post, stock flow scripts
make -C /OpenROAD-flow-scripts/flow DESIGN_CONFIG=/design/flow/config.mk WORK_HOME=/design/flow/orfs finish
==> job_summary.md <==
### Metrics collected by this job

| Metric | Value |
|---|---|
| RSZ-0062 raised after global routing | no |
| Pwr per Cell Area | 260.4 nW/µm² |
| Worst setup endpoint | Dout[1] |
| Clock power frac | 48.2% |
| Critical Path Stages | 1 |
| Clk slew on worst S/H paths | 0.04 ns |
| EDFF count, synth | 50 |
| CP Cell Sequence | clkdlybuf4s50_1 |
| Final Hold Viols | 0 |
| Critical Path Source Type | flop |
| Post-DP HPWL | 2860 µm |
| Die span in y | 83.40 µm |
| Tool warnings | 97 |
| R2R Path Start | counter[0]$_SDFFCE_NN0P_ |
| Max cap viols | 0 |
| Unique masters post-synth | 34 |
| DR vias/cell | 5.037 |
| Metal2 WL | 1932 µm |
| Yosys stat area | 2650 µm² |
| Flop pwr share | 51.8% |
| Static Leak | 1.330 nW |
| Path depth of the worst reg2reg path | 6 |
| Cell Area, Synth | 2650 µm² |
| Hold Crit Start | Din[7]$_DFFE_NP_ |
| Yosys Warn Count | 1 |
| Total core area | 6386 µm² |
| Cell internal pwr | 0.6021 mW |
| Core Util, Final | 49.04% |
| Largest net degree at the start of global routing | 34 |
| DRC viols | 0 |
| Gate Area | 1056 µm² |
| CP max stage cell | clkdlybuf4s50_1 |
| Syn-to-layout area delta | 18.18% |
| CP required | 4.48 ns |
| Clk latency late pin | 0.38 ns |
| Comb pwr share | 0% |
| Die area | 6955 µm² |
| Total Routing Usage GR | 14.30% |
| Setup Fix Bufs, Post-CTS | 0 |
| Crit path max fanout | 1 |
| Slew headroom | 66.94% |
| DR iter-0 viols | 66 |
| Asr flop ratio synth | 0% |
| Antenna Cells | 0 |
| Initial antenna violation count | 0 |
| DRT met1 WL | 2180 µm |
| Max Used Layer | met4 |
| CTS tree | built |
| Slew @ Worst Pin | 0.4919 ns |
| Boundary Pins | 23 |
| Total global routing overflow | 0 |
| CP Data Arrival Time | 3.94 ns |
| Finish-stage setup viols | 0 |
| P_sw | 0.2135 mW |
| CP endpoint kind | output pin |
| Clock Sinks | 52 |
| Clock Skew | 0.03115 ns |
| Outcome | completed |
| Tightest Hold Check Type | flop to flop |
| Starting Density | 41.50% |
| Root Buffer | clkbuf_8 |
| Flop area | 1541 µm² |
| PostCTS Resize Cnt | 0 |
| Ys flop type | edfxtp_1 |
| CP peak stage delay | 0.46 ns |
| Routed WL | 4368 µm |
| PortBufs | 9 |
| Syn avg cell area | 12.62 µm² |
| Final ANT Viol Nets | 0 |
| Global placement routability congestion | 0.8292 |
| Mapped Cells | 210 |
| Type of the worst setup path | flop to output pin |
| Clock Tree Buf Depth | 2 |
| WP buf/inv | 1 |
| Share of cells above drive strength 1 | 7.581% |
| Std cell rows | 29 |
| First-pass GRT wire length | 7610 µm |
| Post-synthesis sequential area ratio | 58.17% |
| Cells in synth_stat.txt | 210 |
| Synthesized registers | 52 |
| Reg-to-reg endpoint | Din[3]$_DFFE_NP_ |
| CTS H-Tree Depth | 2 |
| Reg2reg setup slack | 3.32 ns |
| Hold Buf Count CTS | 0 |
| Metal3 WL | 207 µm |
| Setup TNS | 0 ns |
| Total CTS buffers | 5 |
| Filler cell count | 588 |
| Number of global-route vias before repair | 1727 |
| Via Count | 1783 |
| Slew Viols, Final | 0 |
| Setup crit start | Dout[1]$_DFFE_NN_ |
| DRT Pass-1 Iters | 4 |
| Die width | 83.40 µm |
| Max VDD drop | 172.8 µV |
| Switching Fraction | 26.17% |
| Crit path max-delay family | buffers and inverters |
| Drt wl/cell | 12.34 µm |
cells in the mapped netlist, types with 2 or more instances:
cell	n	area share, %
edfxtp_1	50	57
xnor2_1	29	9.6
nand3_1	17	3.2
nand4_1	14	3.3
nor2_1	14	2.0
nand2_1	13	1.8
inv_1	11	1.6
ha_1	10	4.7
xor2_1	8	2.6
nor4_1	7	1.7
and3_1	6	1.4
and2_1	3	0.71
a31oi_1	2	0.47
dfxtp_1	2	1.5
nor3_1	2	0.38
nor4_2	2	0.94
o21ai_0	2	0.38
or3_4	2	0.85
metrics by stage:
stage                     setup WS (ns)  power, mW  cell area (µm²)  hold slack, ns  std cells
after CTS                        0.5150     0.8366             3132          0.5495        354
after floorplan                   1.381     0.4843             2650          0.4944        210
after global placement           0.8994     0.4843             2833          0.5333        296
after detailed placement         0.8981     0.4843             2833          0.5325        296
final                            0.5360     0.8155             3132          0.5535        354
after global routing             0.4721     0.8760             3132          0.5850        354
per-layer routing:
metal / up-vias / track usage (%)
met3: 5 / 6.155
met5: - / 0
met1: 844 / 22.99
met4: 0 / 6.270
met2: 24 / 17.81
li1: 910 / -
flip-flops by register name, indices dropped and copies added, names as in the netlist:
name and flops:
counter 32, Dout 8, state 2, WR 1, up 1, Din 8
kinds of logic (layout without fill, tap and decap cells):
logic type      count (synthesis)  count (layout)  synth area share (%)
compound gates                  7               7                 1.841
xor+xnor                       37              37                 12.23
fa+ha+maj                      10              10                 4.721
buf+inv                        12              79                 1.983
flops                          52              52                 58.17
simple gates                   92              92                 21.06
final cells by class:
class                      instances  area share [%]
timing repair buffer              10           3.116
tap                               77           3.076
inverter                          10           1.199
sequential                        52           49.22
clock inverter                    54           7.471
clock buffer                       5           2.197
multi-input combinational        146           33.72
power by group through the flow:
stage     Clock, mW  Combinational, mW  Sequential, mW
4_1_cts       0.415        0.000000401           0.422
5_1_grt       0.455        0.000000401           0.421
6_report      0.393        0.000000401           0.422
worst min-delay path by stage:
| stage | to | slack (ns) | depth (start not counted) |
|---|---|---|---|
| CTS | Dout[7]$_DFFE_NN_ | 0.55 | 0 |
| global route | Dout[7]$_DFFE_NN_ | 0.58 | 0 |
| finish | Dout[7]$_DFFE_NN_ | 0.55 | 0 |
cells in the final DEF, fill, tap and decap left out, drive strengths merged, types with 5 or more instances in the layout:
cell type and instances:
nand2 13, inv 62, ha 10, nor4 10, and3 7, xnor2 29, clkdlybuf4s50 9, nand4 15
edfxtp 50, clkbuf 5, nand3 17, xor2 8, nor2 14
Power and IR drop assume default switching activity.
